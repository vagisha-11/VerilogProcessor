==> flow/design.v <==
`timescale 1ns / 1ps
module full_adder (
    input a, b, cin,
    output sum, cout
);
    wire w1, w2, w3;
    xor g1(w1, a, b);
    xor g2(sum, w1, cin);
    and g3(w2, a, b);
    and g4(w3, w1, cin);
    or g5(cout, w2, w3);
endmodule
module ripple_adder_32 (
    input [31:0] a,
    input [31:0] b,
    input cin,
    output [31:0] sum
);
    wire [32:0] carry;
    assign carry[0] = cin;
    genvar i;
    generate
        for (i = 0; i < 32; i = i + 1) begin : adder_loop
            full_adder FA (
                .a(a[i]),
                .b(b[i]),
                .cin(carry[i]),
                .sum(sum[i]),
                .cout(carry[i+1])
            );
        end
    endgenerate
endmodule
`timescale 1ns / 1ps
module slt_unit(input [31:0] a, b, output [31:0] y);
    wire [31:0] diff;
    wire dummy;
    ripple_adder_32 sub(.a(a), .b(~b), .cin(1'b1), .sum(diff));
    assign y = {31'b0, diff[31]};
endmodule
==> flow/run.sh <==
#!/bin/bash
# OpenROAD 26Q1-2900-gdf79404cd8, Yosys 0.63+post, stock flow scripts
make -C /OpenROAD-flow-scripts/flow DESIGN_CONFIG=/design/flow/config.mk WORK_HOME=/design/flow/orfs finish
==> flow/config.mk <==
export PLATFORM = sky130hd
export DESIGN_NAME = slt_unit
export DESIGN_NICKNAME = slt_unit
export VERILOG_FILES = /design/flow/design.v
export SDC_FILE = /design/flow/constraint.sdc
export NUM_CORES = 4
export LEC_CHECK = 1
export CORE_AREA = 10 10 77 77
export DIE_AREA = 0 0 87 87
==> flow/constraint.sdc <==
current_design slt_unit

set clk_period 7.7
set clk_io_pct 0.2

create_clock -name clk0 -period $clk_period

set non_clock_inputs [all_inputs -no_clocks]
set_input_delay [expr $clk_period * $clk_io_pct] -clock clk0 $non_clock_inputs
set_output_delay [expr $clk_period * $clk_io_pct] -clock clk0 [all_outputs]
==> summary.txt <==
The flow completed. The placement report lists the number of port buffers as 65. According to the report, the first pass of detailed routing completed in 2 iterations. Largest incremental delay on the critical path landed at 460 ps. Cell count listed in synth_stat.txt landed at 139. Tally of non-filler cells in the final layout landed at 254. The overall die size recorded for this design is 0.007569 mm2. Total of clock buffers placed in the layout landed at 0. Width of the die landed at 87 um.

Buffer count from post-CTS setup fixing landed at 0. The report counts max-capacitance violations totalling 0. According to the timing report, the arrival time at the worst endpoint equals 3930 ps. Total of cells resized after clock tree synthesis landed at 0. The number of warnings reported in the stage logs is 32.

Placed cell area landed at 0.001655 mm2. The final timing report lists a max-slew violation count of 0. Worst-case setup margin in the final layout landed at 2231 ps.

The worst setup path is captured at an output pin. Counting stages on the worst path, the most repeated cell is sky130_fd_sc_hd__clkdlybuf4s50_1. Share of the clock period used by the worst path landed at 71.03%. Area used by sequential logic in the layout landed at 0 um2. Number of rows in the core area landed at 24. The run finished with clean final reports. The min-delay analysis places its worst path in the category primary input to output pin.

In this run the remaining antenna-violating nets after routing total 0. The report lists the power per cell area as 44.99 mW/mm2. The script reports the combined buffer and inverter count of the critical path as 3. Leakage power total landed at 0.8701 nW.

Averaged over all synthesized cells, the footprint is 7.678 um2. The floorplan step defined a core boundary enclosing 0.004354 mm2. The initial antenna violation count was 0. Final RePlAce weighted congestion landed at 0.7175. For this run, the total global-route usage over all layers was measured as 7.150%. The largest individual stage delay along the critical path comes from the cell sky130_fd_sc_hd__clkdlybuf4s50_1. Sum of internal, switching and leakage power landed at 74.47 uW. Vertical die size landed at 87 um. Yosys warning count landed at 0. Area share of the largest cell type after synthesis landed at 35.17%. Setup-violating endpoint count in the final report landed at 0. The routed design shows a wire length per standard cell of 11.44 um. The via count of the first global-routing pass came to 1058.

The post-route utilization of the core is recorded as 38.02%. Hold-check failures listed in the final report amount to 0. 96 I/O pins were placed. Half-perimeter wire length after placement landed at 2831 um. The first global-routing pass estimated 4616 um of wire.

Summed over all instances, the cell type with the most area after synthesis is sky130_fd_sc_hd__ha_1. Among cell families on the critical path, the largest total delay comes from buffers and inverters. The detailed router placed 966 vias in this run.

Synthesized instance count landed at 139. The synthesis report lists the most area-consuming cells as sky130_fd_sc_hd__ha_1, sky130_fd_sc_hd__buf_4, sky130_fd_sc_hd__inv_1. After clock tree synthesis, the flow added hold-fix buffers numbering 0.

The OpenROAD report gives the critical path a required time of 6160 ps. The final report gives the standard cell area, fillers excluded, as 0.001655 mm2. Along the worst path, the maximum fanout reaches 3. Per the layout report, the design carries 448 filler cells. Summed standard-cell area reported by yosys landed at 0.001067 mm2. Worst hold slack landed at 4310 ps.

Effective utilization at floorplan landed at 24.51%. For reference, the most critical setup path is categorized as primary input to output pin. Area growth from synthesis to layout landed at 55.10%. In this run the cell area of the synthesized design comes to 0.001067 mm2.

For this block, the initial DRC count from the detailed router was 17. Pin count of the biggest net entering global routing landed at 5. Register share after synthesis landed at 0%. For reference, the critical path cell chain is clkdlybuf4s50_1, inv_1, ha_1, a21o_1, a2111oi_4, and3_1, o311ai_1, mux2i_1, nand2_1, clkdlybuf4s50_1. Timing would allow up to 0.1829 GHz. VDD sags by at most 0.01819 mV. Setup repair after global routing left no endpoint under its margin. STA classifies the critical path startpoint as a primary input.

Total negative setup slack landed at 0 ps. Clock period minus final worst setup slack landed at 5469 ps. Pre-CTS worst setup slack landed at 2183 ps. The design has 0 sequential cells.

After detailed placement, the design holds a cell count of 254. Fraction of layout cells with a size suffix above 1 landed at 0.9901%. The script logs the ratio of routed vias to standard cells as 3.803. Leftover overflow at the end of global routing landed at 0. Per the detail_route report, inserted antenna diodes total 0.

After detailed routing, the number of remaining DRC violations is 0. The routed design has 2906 um of wire. Per the synthesis report, the number of distinct cell types is 27.
==> cell usage in the layout, fill, tap and decap left out <==
master	n
sky130_fd_sc_hd__and2_1	1
sky130_fd_sc_hd__o311ai_1	1
sky130_fd_sc_hd__o21ai_0	6
sky130_fd_sc_hd__a21o_1	3
sky130_fd_sc_hd__clkdlybuf4s50_1	65
sky130_fd_sc_hd__inv_1	32
sky130_fd_sc_hd__and4_1	1
sky130_fd_sc_hd__a21oi_1	4
sky130_fd_sc_hd__mux2i_1	1
sky130_fd_sc_hd__xor2_1	1
sky130_fd_sc_hd__o21a_1	4
sky130_fd_sc_hd__o2111a_1	1
sky130_fd_sc_hd__nor2_1	1
sky130_fd_sc_hd__nor3b_1	1
sky130_fd_sc_hd__o31ai_1	1
sky130_fd_sc_hd__and3_1	1
sky130_fd_sc_hd__nand2_1	3
sky130_fd_sc_hd__o2111ai_1	3
sky130_fd_sc_hd__ha_1	30
sky130_fd_sc_hd__nand2b_1	1
sky130_fd_sc_hd__conb_1	31
sky130_fd_sc_hd__a41oi_1	1
sky130_fd_sc_hd__nand4_1	1
sky130_fd_sc_hd__nor3_1	4
sky130_fd_sc_hd__a211oi_1	1
sky130_fd_sc_hd__a2111oi_4	2
sky130_fd_sc_hd__o21ai_1	1
==> synth_stat cells, types with 2 or more instances <==
master                      count
sky130_fd_sc_hd__ha_1          30
sky130_fd_sc_hd__nand2_1        3
sky130_fd_sc_hd__o21a_1         4
sky130_fd_sc_hd__a21oi_1        4
sky130_fd_sc_hd__nor3_1         4
sky130_fd_sc_hd__o2111ai_1      3
sky130_fd_sc_hd__o21ai_0        6
sky130_fd_sc_hd__a21o_1         3
sky130_fd_sc_hd__inv_1         32
sky130_fd_sc_hd__a2111oi_4      2
sky130_fd_sc_hd__buf_4         32
==> final timing paths <==
check              from    to  cells past startpoint
hold / removal    b[30]  y[0]                      7
setup / recovery  b[25]  y[0]                     10
==> logic make-up after synthesis <==
group	Yosys count	share of synthesized area (%)
buffers and inverters	64	33.76
XOR/XNOR	1	0.8208
other	1	0.3514
AND-OR/OR-AND	28	21.81
multiplexers	1	0.9379
adder cells (fa/ha/maj)	30	35.17
AND/OR/NAND/NOR	14	7.153
==> layer usage <==
metal / track usage (%) / wire (um) / vias to the layer above / part of all wire (%)
met5: 0 / 0 / - / 0
met3: 2.453 / 307 / 0 / 11
met4: 0 / 0 / 0 / 0
li1: - / - / 536 / -
met2: 12.59 / 1326 / 50 / 46
met1: 8.650 / 1272 / 380 / 44
==> power by group <==
group	internal [mW]	switching, mW	leakage [nW]
sequential	0	0	0
combinational	0.0490	0.0255	0.870
clock	0	0	0
==> area by class of cell <==
cell class | instances | area [um2] | share of cell area (%)
multi-input cells | 105 | 819.5 | 49.51
repair buffers | 65 | 650.6 | 39.30
inverters | 32 | 120.1 | 7.256
well taps | 52 | 65.06 | 3.930
Power and IR drop assume default switching activity.
