`/design/flow/run.sh`:
```
#!/bin/bash
# OpenROAD 26Q1-2900-gdf79404cd8, Yosys 0.63+post, stock flow scripts
make -C /OpenROAD-flow-scripts/flow DESIGN_CONFIG=/design/flow/config.mk WORK_HOME=/design/flow/orfs finish
```
`/design/flow/config.mk`:
```
export PLATFORM = sky130hd
export DESIGN_NAME = mux8_32
export DESIGN_NICKNAME = mux8_32
export VERILOG_FILES = /design/flow/design.v
export SDC_FILE = /design/flow/constraint.sdc
export NUM_CORES = 4
export LEC_CHECK = 1
export CORE_AREA = 10 10 120 120
export DIE_AREA = 0 0 130 130
```
`/design/flow/constraint.sdc`:
```
current_design mux8_32

set clk_period 10.2
set clk_io_pct 0.2

create_clock -name clk0 -period $clk_period

set non_clock_inputs [all_inputs -no_clocks]
set_input_delay [expr $clk_period * $clk_io_pct] -clock clk0 $non_clock_inputs
set_output_delay [expr $clk_period * $clk_io_pct] -clock clk0 [all_outputs]
```
`/design/flow/design.v`:
```
`timescale 1ns / 1ps
module mux8_32 (
    input [3:0] sel,
    input [31:0] in0, in1, in2, in3, in4, in5, in6, in7,
    output reg [31:0] out
);
    always @(*) begin
        case(sel)
            4'b0000: out = in0;
            4'b0001: out = in1;
            4'b0010: out = in2;
            4'b0110: out = in6;
            4'b0111: out = in7;
            4'b1100: out = in3;  
            default: out = 32'b0;
        endcase
    end
endmodule
```
==> results.cfg <==
; implementation run metrics
[setup_path]
start_kind = input port
crit_buf_inv = 3
cp_max_fo = 18
critPathCaptureType = output pin
cpPeakStageDelay_ns = 0.73
cp_data_required_time_ns = 8.16
crit_chain = clkdlybuf4s50_1 > nor4b_4 > buf_4 > a22o_1 > a221o_1 > clkdlybuf4s50_1
path_delay_family = buffers and inverters
arrival_ns = 4.49
path_class = in -> out
crit_slowest_cell = nor4b_4
crit_top_cell = clkdlybuf4s50_1

[final_layout]
drive_gt1_share_pct = 9.90
nClkBuffers = 0
logic_area_um2 = 1400
lay_top_count = clkdlybuf4s50_1
flops = 0
area_growth_pct = 150
fillers = 1248
ff_latch_area_um2 = 0
final_cell_mix = clkdlybuf4s50_1, a22oi_1, mux2_2, o211ai_1, nand2_1

[timing]
fin_crit_sh_pct = 64.1
hold_violations = 0
final.setup.tns_ns = 0
fmax_ghz = 0.153
drv_slew = 0
tightest_slew_ns = 0.690
final-setup-viol-count = 0
grt_setup_unrepaired = false
slew_headroom_pct = 53.8
worst_slack_ns = 3.67
fin_crit_ns = 6.53

[route]
vias_per_cell = 4.71
antenna_left = 0
n_antenna_cell = 0
drt_iter0_drc = 72
vias = 2640
drt_wl_total_um = 10900
routedWlPerCell_um = 19.4
dr.pass1.iters = 5
drc = 0

[synthesis]
ys_sh_mux_pct = 17.9
fa_ha_area_share_pct = 0
syn_inst = 200
synthesis.area_um2 = 1580
ys_sh_simple_pct = 19.2
yosys_area_um2 = 1580
xor_area_share_pct = 0
ys_seq_share_pct = 0
topCombFamilyByArea = AND-OR/OR-AND gates
ys_cells = 200
synth_area_per_cell_um2 = 7.88
ys_types = 26
ys_warn_count = 1
synthAoiAreaFrac_pct = 51.9

[placed_design]
routabilityCongestion = 0.888
dp_hpwl_um = 9080
dp_worst_setup_slack_ns = 3.63
port_buffers = 228

[die]
rows = 40
die_y_um = 130
io_pins = 292
die_w_um = 130
initCoreUtil_pct = 13.2
core-area_um2 = 11900
die_area_um2 = 16900

[cts]
cts_hold_buf = 0
cts_resized = 0
cts_setup_buffers = 0

[power]
peakVddDrop_uv = 18.1
pwr_density_cell_nw_per_um2 = 36.9
leakagePower_nw = 1.31

[global_route]
grt_start_max_net_pins = 46
grt_pass1_wl_um = 15500
grt_pass1_vias = 2838
grt_usage_pct = 11.6
grt_antenna_before_repair = 0
grt_overflow = 0

[worst_hold_path]
min_path_type = in -> out

[job]
warnings = 96
drv_cap = 0

[outcome]
status = completed
power breakdown:
group          internal (mW)  switching, mW
combinational          0.105         0.0404
clock                      0              0
sequential                 0              0
total                  0.105         0.0404
synth_stat cells (all sizes together):
cell type  number  area [um^2]
a22oi          49          373
mux2           25          282
o211ai         25          188
nand2          22         82.6
buf            19          153
a22o           11         96.3
a221o           7         70.1
a32o            7         70.1
clkbuf          5         20.0
nor3b           5         37.5
nor2            4         15.0
and3            3         18.8
and3b           3         26.3
nor2b           3         18.8
o21ai           3         15.0
and2            2         12.5
nor4b           2         47.6
a31oi           1         6.26
and4b           1         10.0
nand2b          1         6.26
nor4            1         21.3
or2             1         6.26
final timing paths:
path / slack (ns) / cells after the start / endpoint / from
setup / recovery: 3.67 / 6 / out[25] / sel[1]
hold / removal: 5.02 / 4 / out[9] / in1[9]
layer usage:
| layer | wire length, um | vias to the layer above | GRT usage, % |
|---|---|---|---|
| li1 | - | 1268 | - |
| met2 | 5650 | 128 | 21.4 |
| met4 | 34 | 0 | 0.265 |
| met5 | 0 | - | 0 |
| met3 | 1120 | 2 | 4.36 |
| met1 | 4060 | 1242 | 13.1 |
cell families after synthesis:
family / Yosys count
AOI/OAI and AO/OA: 103
buffers and inverters: 24
muxes: 25
and+or+nand+nor: 48
stage by stage:
step	hold WS, ns	instances	util (%)	total power, mW	area (um^2)
2_1_floorplan	4.15	200	-	0.0424	1580
3_3_place_gp	5.02	561	33.1	0.145	3940
3_5_place_dp	5.03	561	33.1	0.146	3940
4_1_cts	5.02	561	33.1	0.147	3940
5_1_grt	5.06	561	33.1	0.156	3940
6_report	5.02	561	33.1	0.145	3940
area by class of cell:
| type | instances | share of cell area, % |
|---|---|---|
| Timing Repair Buffer | 238 | 59.7 |
| Tap cell | 147 | 4.67 |
| Multi-Input combinational cell | 176 | 35.6 |
Power and IR drop assume default switching activity.
