--- design.v ---
module bitwise_nor(input [31:0] a, b, output [31:0] y);
    wire [31:0] temp;
    genvar i;
    generate for (i = 0; i < 32; i = i + 1)
    begin
        or or_gate(temp[i], a[i], b[i]);
    end
    endgenerate
    generate for (i = 0; i < 32; i = i + 1)
    begin
        not not_gate(y[i], temp[i]);
    end
    endgenerate
endmodule
--- run.sh ---
#!/bin/bash
# OpenROAD 26Q1-2900-gdf79404cd8, Yosys 0.63+post, stock flow scripts
make -C /OpenROAD-flow-scripts/flow DESIGN_CONFIG=/design/flow/config.mk WORK_HOME=/design/flow/orfs finish
--- config.mk ---
export PLATFORM = sky130hd
export DESIGN_NAME = bitwise_nor
export DESIGN_NICKNAME = bitwise_nor
export VERILOG_FILES = /design/flow/design.v
export SDC_FILE = /design/flow/constraint.sdc
export NUM_CORES = 4
export LEC_CHECK = 1
export CORE_AREA = 10 10 70 70
export DIE_AREA = 0 0 80 80
--- constraint.sdc ---
current_design bitwise_nor

set clk_period 1.0
set clk_io_pct 0.2

create_clock -name clk0 -period $clk_period

set non_clock_inputs [all_inputs -no_clocks]
set_input_delay [expr $clk_period * $clk_io_pct] -clock clk0 $non_clock_inputs
set_output_delay [expr $clk_period * $clk_io_pct] -clock clk0 [all_outputs]
==> results.yml <==
# implementation run metrics
outcome:
  status: "completed"
setup_path:
  cp-end-kind: "primary output"
  critPathRequiredTime_ns: 0.80
  slowest_stage: "clkdlybuf4s50_1"
  crit_path_cell_trace: "clkdlybuf4s50_1 -> nor2_1 -> buf_2"
  slowest_delay_ns: 0.45
  cp.arrival_ns: 0.78
  start_kind: "primary input"
  worstSetupPathType: "in -> out"
  path_max_fanout: 1
synth:
  mux_share: 0
  synth-compound-area-share: 0
  largest_area_cell: "nor2_1"
  synth-simple-area-share: 1.00
  yosys-top-cells-count: "nor2_1"
  synth.lib_cells_used.distinct: 1
  netlist_instances: 32
  xor_share: 0
  ys_sh_adder: 0
  synth_top_area_share: 1.00
  yosys.stat.seqShare: 0
  yosys_cells: 32
  synth.logic.top_family: "simple AND/OR/NAND/NOR gates"
  most_common_cell: "nor2_1"
  syn_avg_cell_area_um2: 3.75
  area_leaders: "nor2_1"
  ys_chip_area_um2: 120
  syn_area_um2: 120
  synthesis.yosys.warnings: 0
place:
  preCtsSetupSlack_ns: -0.415
  gp_congestion: 0.766
  placed_cell_area_um2: 1140
  io_buffers: 96
  place_inst: 174
  hpwl_um: 2190
global_route:
  grt-busiest-layer: "met2"
  first_global_vias: 659
  antenna_found_initial: 1
  use_met1: 0.0699
  met3_usage: 0.0352
  grt_overflow_total: 0
  met2_usage: 0.122
  grt_usage: 0.0667
  grt_pass1_wl_um: 3470
  grt_max_degree: 2
flow_run:
  maxCapViolCount: 0
  warning_count: 32
route:
  dr.pass1.iters: 2
  first_iter_violations: 1
  ant_nets: 0
  finalWirelength_um: 2300
  wire_per_inst_um: 13.1
  drc: 0
  viasPerCell: 3.23
  via_count: 566
floorplanning:
  core_area_um2: 3420
  fp_util: 0.0352
  die_area_um2: 6400
  placementRows: 21
  io_pins: 96
  die_h_um: 80
  die_x_um: 80
timing:
  fin_crit_sh: 0.984
  setup_viol: 0
  relSlewSlack: 0.945
  setup-tns-final_ns: 0
  final-hold-violation-count: 0
  tightest_slew_ns: 0.0826
  fmax_mhz: 1020
  drv_slew: 0
  fin_crit_ns: 0.984
  rsz0062_at_grt: "false"
  holdWs_ns: 0.618
  finalWorstSetupSlack_ns: 0.0163
power_and_ir_drop:
  power_density_nw_per_um2: 258
  p_leak_nw: 0.669
  irDropWorstVdd_mv: 0.0691
final_layout:
  drive_gt1_frac: 0.125
  flop-count: 0
  instances_no_fill: 175
  regArea_um2: 0
  n_clock_buffer: 0
  areaGrowthSynthToFinish_pct: 735
  fin_area_um2: 1000
clock_network:
  ctsHoldBuffers: 0
hold_path:
  hold_path_class: "in -> out"
## final timing paths
path	startpoint	end	slack, ns	depth (start not counted)
worst min-delay path	a[15]	y[15]	0.62	3
worst max-delay path	b[18]	y[18]	0.02	3
## power by group
group / leakage (nW) / internal, mW / switching [mW]
Combinational: 0.669 / 0.200 / 0.0589
Sequential: 0 / 0 / 0
Clock: 0.00000634 / 0.000000134 / 0
Total: 0.669 / 0.200 / 0.0589
## layout by cell type (no fill, tap or decap)
master and count:
nor2_1 32, buf_2 16, dlymetal6s2s_1 11, diode_2 1, clkdlybuf4s50_1 1, dlygate4sd2_1 68
## layout make-up
class                           count  area (um^2)
Multi-Input combinational cell     32          120
Timing Repair Buffer               96          823
Antenna cell                        1         2.50
Fill cell                         393         2410
Tap cell                           46         57.6
## worst max-delay path: cells and delay by family
family,cells,cell delay [ns]
buffers and inverters,2,0.55
AND/OR/NAND/NOR,1,0.03
## through the flow
stage | power (mW) | util
CTS | 0.275 | 0.285
global route | 0.293 | 0.294
floorplan | 0.0158 | -
detailed placement | 0.402 | 0.333
global placement | 0.400 | 0.333
finish | 0.259 | 0.294
## kinds of logic after synthesis
kind of cell / after synthesis
AND/OR/NAND/NOR: 32
## metal layers
metal / wire (um) / up-vias
met3: 346 / 0
met2: 1170 / 42
li1: - / 290
met5: 0 / -
met1: 782 / 234
met4: 0 / 0
## timing repair
item / 4_1_cts / 5_1_grt
pin swaps: 25 / 6
setup buffers: 0 / 0
gates cloned: 0 / 0
setup endpoints to repair: 32 / 9
resized: 116 / 11
hold endpoints to repair: 0 / 0
Power and IR drop assume default switching activity.
